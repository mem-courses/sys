==> /design/flow/config.mk <==
export PLATFORM = sky130hd
export DESIGN_NAME = cmu
export DESIGN_NICKNAME = cmu
export VERILOG_FILES = /design/flow/design.v
export SDC_FILE = /design/flow/constraint.sdc
export NUM_CORES = 4
export LEC_CHECK = 1
export CORE_UTILIZATION = 40
export SYNTH_MEMORY_MAX_BITS = 65536
==> /design/flow/design.v <==
module cache (
   input  wire                 clk,         
   input  wire                 rst,         
   input  wire [ADDR_BITS-1:0] addr,        
   input  wire                 load,        
   input  wire                 store,       
   input  wire                 edit,        
   input  wire                 invalid,     
   input  wire [          2:0] u_b_h_w,     
   input  wire [         31:0] din,         
   output reg                  hit = 0,     
   output reg  [         31:0] dout = 0,    
   output reg                  valid = 0,   
   output reg                  dirty = 0,   
   output reg  [ TAG_BITS-1:0] tag = 0      
);
localparam ADDR_BITS = 32;   
localparam WORD_BYTES = 4;   
localparam WORD_BYTES_WIDTH = 2;   
localparam WORD_BITS = (WORD_BYTES * 8);   
localparam ELEMENT_WORDS = 4;   
localparam ELEMENT_WORDS_WIDTH = 2;   
localparam BLOCK_WIDTH = (ELEMENT_WORDS_WIDTH + WORD_BYTES_WIDTH);   
localparam ELEMENT_NUM = 64;   
localparam WAYS = 2;   
localparam ELEMENT_INDEX_WIDTH = 6;   
localparam SET_INDEX_WIDTH = 5;   
localparam TAG_BITS = (ADDR_BITS - SET_INDEX_WIDTH - BLOCK_WIDTH);   
   wire [31:0] word1, word2;
   wire [15:0] half_word1, half_word2;
   wire [7:0] byte1, byte2;
   wire recent1, recent2, valid1, valid2, dirty1, dirty2;
   wire [TAG_BITS-1:0] tag1, tag2;
   wire hit1, hit2;
   reg [ELEMENT_NUM-1:0] inner_recent = 0;   
   reg [ELEMENT_NUM-1:0] inner_valid = 0;   
   reg [ELEMENT_NUM-1:0] inner_dirty = 0;   
   reg [TAG_BITS-1:0] inner_tag[0:ELEMENT_NUM-1];   
   reg [31:0] inner_data[0:ELEMENT_NUM*ELEMENT_WORDS-1];   
   integer i;
   initial begin
      for (i = 0; i < ELEMENT_NUM; i = i + 1) inner_tag[i] = 23'b0;
      for (i = 0; i < ELEMENT_NUM * ELEMENT_WORDS; i = i + 1) inner_data[i] = 32'b0;
   end
   wire [TAG_BITS-1:0] addr_tag;
   wire [SET_INDEX_WIDTH-1:0] addr_index;      
   wire [ELEMENT_INDEX_WIDTH-1:0] addr_element1;
   wire [ELEMENT_INDEX_WIDTH-1:0] addr_element2;      
   wire [ELEMENT_INDEX_WIDTH+ELEMENT_WORDS_WIDTH-1:0] addr_word1;
   wire [ELEMENT_INDEX_WIDTH+ELEMENT_WORDS_WIDTH-1:0] addr_word2;  
   assign addr_tag      = addr[ADDR_BITS-1:ADDR_BITS-TAG_BITS];   
   assign addr_index    = addr[ADDR_BITS-TAG_BITS-1:ADDR_BITS-TAG_BITS-SET_INDEX_WIDTH];   
   assign addr_element1 = {addr_index, 1'b0};
   assign addr_element2 = {addr_index, 1'b1};   
   assign addr_word1    = {addr_element1, addr[ELEMENT_WORDS_WIDTH+WORD_BYTES_WIDTH-1:WORD_BYTES_WIDTH]};
   assign addr_word2    = {addr_element2, addr[ELEMENT_WORDS_WIDTH+WORD_BYTES_WIDTH-1:WORD_BYTES_WIDTH]};   
   assign word1         = inner_data[addr_word1];
   assign word2         = inner_data[addr_word2];   
   assign half_word1    = addr[1] ? word1[31:16] : word1[15:0];
   assign half_word2    = addr[1] ? word2[31:16] : word2[15:0];   
   assign byte1         = addr[1] ? (addr[0] ? word1[31:24] : word1[23:16]) : (addr[0] ? word1[15:8] : word1[7:0]);
   assign byte2         = addr[1] ? (addr[0] ? word2[31:24] : word2[23:16]) : (addr[0] ? word2[15:8] : word2[7:0]);   
   assign recent1       = inner_recent[addr_element1];
   assign recent2       = inner_recent[addr_element2];   
   assign valid1        = inner_valid[addr_element1];
   assign valid2        = inner_valid[addr_element2];   
   assign dirty1        = inner_dirty[addr_element1];
   assign dirty2        = inner_dirty[addr_element2];   
   assign tag1          = inner_tag[addr_element1];
   assign tag2          = inner_tag[addr_element2];   
   assign hit1          = valid1 & (tag1 == addr_tag);
   assign hit2          = valid2 & (tag2 == addr_tag);   
   always @(posedge clk) begin
      valid <= recent1 ? valid2 : valid1;   
      dirty <= recent1 ? dirty2 : dirty1;   
      tag   <= recent1 ? tag2 : tag1;   
      hit   <= hit1 | hit2;   
      if (load) begin
         if (hit1) begin
            dout <= u_b_h_w[1] ? word1 : u_b_h_w[0] ? {u_b_h_w[2] ? 16'b0 : {16{half_word1[15]}}, half_word1} : {u_b_h_w[2] ? 24'b0 : {24{byte1[7]}}, byte1};
            inner_recent[addr_element1] <= 1'b1;
            inner_recent[addr_element2] <= 1'b0;
         end else if (hit2) begin
            dout <= u_b_h_w[1] ? word2 : u_b_h_w[0] ? {u_b_h_w[2] ? 16'b0 : {16{half_word2[15]}}, half_word2} : {u_b_h_w[2] ? 24'b0 : {24{byte2[7]}}, byte2};
            inner_recent[addr_element1] <= 1'b0;
            inner_recent[addr_element2] <= 1'b1;
         end
      end else dout <= inner_data[recent1?addr_word2 : addr_word1];
      if (edit) begin
         if (hit1) begin
            inner_data[addr_word1] <=  u_b_h_w[1] ?  din : u_b_h_w[0] ?addr[1] ? {din[15:0], word1[15:0]} : {word1[31:16], din[15:0]} : addr[1] ? addr[0] ? {din[7:0], word1[23:0]}  : {word1[31:24], din[7:0], word1[15:0]}  : addr[0] ? {word1[31:16], din[7:0], word1[7:0]}        : {word1[31:8], din[7:0]}     ;
            inner_dirty[addr_element1] <= 1'b1;
            inner_recent[addr_element1] <= 1'b1;
            inner_recent[addr_element2] <= 1'b0;
         end else if (hit2) begin
            inner_data[addr_word2] <=
                    u_b_h_w[1] ? din :
                    u_b_h_w[0] ? addr[1] ? {din[15:0], word2[15:0]} : {word2[31:16],
                    din[15:0]} :
                    addr[1] ?
                    addr[0] ? {din[7:0], word2[23:0]} :
                    {word2[31:24], din[7:0], word2[15:0]} :
                    addr[0] ?
                    {word2[31:16], din[7:0], word2[7:0]} :
                    {word2[31:8], din[7:0]};
            inner_dirty[addr_element2] <= 1'b1;
            inner_recent[addr_element1] <= 1'b0;
            inner_recent[addr_element2] <= 1'b1;
         end
      end
      if (store) begin
         if (recent1) begin   
            inner_data[addr_word2] <= din;
            inner_valid[addr_element2] <= 1'b1;
            inner_dirty[addr_element2] <= 1'b0;
            inner_tag[addr_element2] <= addr_tag;
         end else begin
            inner_data[addr_word1] <= din;
            inner_valid[addr_element1] <= 1'b1;
            inner_dirty[addr_element1] <= 1'b0;
            inner_tag[addr_element1] <= addr_tag;
         end
      end
      if (invalid) begin
         inner_recent[addr_element1] <= 1'b0;
         inner_recent[addr_element2] <= 1'b0;
         inner_valid[addr_element1]  <= 1'b0;
         inner_valid[addr_element2]  <= 1'b0;
         inner_dirty[addr_element1]  <= 1'b0;
         inner_dirty[addr_element2]  <= 1'b0;
      end
   end
endmodule
module cmu (
   input         clk,
   input         rst,
   input  [31:0] addr_rw,
   input         en_r,
   input         en_w,
   input  [ 2:0] u_b_h_w,
   input  [31:0] data_w,
   output [31:0] data_r,
   output        stall,
   output reg        mem_cs_o = 0,
   output reg        mem_we_o = 0,
   output reg [31:0] mem_addr_o = 0,
   input      [31:0] mem_data_i,
   output     [31:0] mem_data_o,
   input             mem_ack_i,        
   output [2:0] cmu_state
);
   localparam 
    ADDR_BITS = 32,
    WORD_BYTES = 4,
    WORD_BYTES_WIDTH = 2,    
    WORD_BITS = (WORD_BYTES * 8),
    ELEMENT_WORDS = 4,
    ELEMENT_WORDS_WIDTH = 2,    
    BLOCK_WIDTH = (ELEMENT_WORDS_WIDTH + WORD_BYTES_WIDTH),    
    ELEMENT_NUM = 64,
    WAYS = 2,
    ELEMENT_INDEX_WIDTH = 6,    
    SET_INDEX_WIDTH = 5,    
    TAG_BITS = (ADDR_BITS - SET_INDEX_WIDTH - BLOCK_WIDTH);   
   reg [ADDR_BITS-1:0] cache_addr = 0;
   reg cache_load = 0;
   reg cache_store = 0;
   reg cache_edit = 0;
   reg [2:0] cache_u_b_h_w = 0;
   reg [WORD_BITS-1:0] cache_din = 0;
   wire cache_hit;
   wire [WORD_BITS-1:0] cache_dout;
   wire cache_valid;
   wire cache_dirty;
   wire [TAG_BITS-1:0] cache_tag;
   cache CACHE (
      .clk    (~clk),
      .rst    (rst),
      .addr   (cache_addr),
      .load   (cache_load),
      .store  (cache_store),
      .edit   (cache_edit),
      .invalid(1'b0),
      .u_b_h_w(cache_u_b_h_w),
      .din    (cache_din),
      .hit    (cache_hit),
      .dout   (cache_dout),
      .valid  (cache_valid),
      .dirty  (cache_dirty),
      .tag    (cache_tag)
   );
   localparam S_IDLE = 0;
   localparam S_PRE_BACK = 1;
   localparam S_BACK = 2;
   localparam S_FILL = 3;
   localparam S_WAIT = 4;
   reg [2:0] state = 0;
   reg [2:0] next_state = 0;
   reg [ELEMENT_WORDS_WIDTH-1:0] word_count = 0;
   reg [ELEMENT_WORDS_WIDTH-1:0] next_word_count = 0;
   assign cmu_state = state;
   always @(posedge clk) begin
      if (rst) begin
         state <= S_IDLE;
         word_count <= 2'b00;
      end else begin
         state <= next_state;
         word_count <= next_word_count;
      end
   end
   always @(*) begin
      if (rst) begin
         next_state = S_IDLE;
         next_word_count = 2'b00;
      end else begin
         case (state)
            S_IDLE: begin
               if (en_r || en_w) begin
                  if (cache_hit) begin
                     next_state = S_IDLE;   
                  end else if (cache_valid && cache_dirty) begin
                     next_state = S_PRE_BACK;   
                  end else begin
                     next_state = S_FILL;   
                  end
               end
               next_word_count = 2'b00;
            end
            S_PRE_BACK: begin
               next_state = S_BACK;
               next_word_count = 2'b00;
            end
            S_BACK: begin
               if (mem_ack_i && word_count == {ELEMENT_WORDS_WIDTH{1'b1}}) begin
                  next_state = S_FILL;
               end else begin
                  next_state = S_BACK;
               end
               if (mem_ack_i) next_word_count = word_count + 1;
               else next_word_count = word_count;
            end
            S_FILL: begin
               if (mem_ack_i && word_count == {ELEMENT_WORDS_WIDTH{1'b1}}) begin
                  next_state = S_WAIT;
               end else begin
                  next_state = S_FILL;
               end
               if (mem_ack_i) begin
                  next_word_count = word_count + 1;
               end else begin
                  next_word_count = word_count;
               end
            end
            S_WAIT: begin
               next_state = S_IDLE;
               next_word_count = 2'b00;
            end
         endcase
      end
   end
   always @(*) begin
      case (state)
         S_IDLE, S_WAIT: begin
            cache_addr = addr_rw;
            cache_load = en_r;
            cache_edit = en_w;
            cache_store = 1'b0;
            cache_u_b_h_w = u_b_h_w;
            cache_din = data_w;
         end
         S_BACK, S_PRE_BACK: begin
            cache_addr = {addr_rw[ADDR_BITS-1:BLOCK_WIDTH], next_word_count, {ELEMENT_WORDS_WIDTH{1'b0}}};
            cache_load = 1'b0;
            cache_edit = 1'b0;
            cache_store = 1'b0;
            cache_u_b_h_w = 3'b010;
            cache_din = 32'b0;
         end
         S_FILL: begin
            cache_addr = {addr_rw[ADDR_BITS-1:BLOCK_WIDTH], word_count, {ELEMENT_WORDS_WIDTH{1'b0}}};
            cache_load = 1'b0;
            cache_edit = 1'b0;
            cache_store = mem_ack_i;
            cache_u_b_h_w = 3'b010;
            cache_din = mem_data_i;
         end
      endcase
   end
   assign data_r = cache_dout;
   always @(*) begin
      case (next_state)
         S_IDLE, S_PRE_BACK, S_WAIT: begin
            mem_cs_o   = 1'b0;
            mem_we_o   = 1'b0;
            mem_addr_o = 32'b0;
         end
         S_BACK: begin
            mem_cs_o   = 1'b1;
            mem_we_o   = 1'b1;
            mem_addr_o = {cache_tag, addr_rw[ADDR_BITS-TAG_BITS-1:BLOCK_WIDTH], next_word_count, {ELEMENT_WORDS_WIDTH{1'b0}}};
         end
         S_FILL: begin
            mem_cs_o   = 1'b1;
            mem_we_o   = 1'b0;
            mem_addr_o = {addr_rw[ADDR_BITS-1:BLOCK_WIDTH], next_word_count, {ELEMENT_WORDS_WIDTH{1'b0}}};
         end
      endcase
   end
   assign mem_data_o = cache_dout;
   assign stall = next_state != S_IDLE;   
endmodule
==> /design/flow/run.sh <==
#!/bin/bash
# OpenROAD 26Q1-2900-gdf79404cd8, Yosys 0.63+post, stock flow scripts
make -C /OpenROAD-flow-scripts/flow DESIGN_CONFIG=/design/flow/config.mk WORK_HOME=/design/flow/orfs finish
==> /design/flow/constraint.sdc <==
current_design cmu

set clk_period 23.7
set clk_io_pct 0.2

create_clock -name clk0 -period $clk_period [get_ports {clk}]

set non_clock_inputs [all_inputs -no_clocks]
set_input_delay [expr $clk_period * $clk_io_pct] -clock clk0 $non_clock_inputs
set_output_delay [expr $clk_period * $clk_io_pct] -clock clk0 [all_outputs]
==> summary.json <==
{
  "status": {"value": "finished with violations"},
  "violations": {"value": "capacitance limit, slew limit"},
  "numPortBuffers": {"value": 203},
  "worstSetupStartpointType": {"value": "flop"},
  "dp_hpwl": {"value": 901, "unit": "mm"},
  "yosys-stat-area": {"value": 400000, "unit": "sq um"},
  "core_util_floorplan": {"value": 40.2, "unit": "%"},
  "end_of_the_worst_register_to_register_path": {"value": "CACHE.inner_data[136][29]"},
  "post_synth.cell_area_avg": {"value": 21.4, "unit": "sq um"},
  "yosys.cell_types.count": {"value": 101},
  "globalRoute.totalOverflow": {"value": 0},
  "first_global_vias": {"value": 276485},
  "worstPathMaxFanout": {"value": 2},
  "worst_ep_arrival_time": {"value": 13.85, "unit": "ns"},
  "core": {"value": 995000, "unit": "sq um"},
  "reg2reg_setup_slack": {"value": 13.27, "unit": "ns"},
  "worst_path_dominant_cell_family": {"value": "buffers and inverters"},
  "cp_data_required_time": {"value": 18.96, "unit": "ns"},
  "grt_first_pass_wirelength": {"value": 2000, "unit": "mm"},
  "setup_tns": {"value": 0, "unit": "ns"},
  "wire_per_inst": {"value": 33.3, "unit": "microns"},
  "holdCritStartpoint": {"value": "CACHE.inner_recent[18]"},
  "worst_slew_pin_slew": {"value": 1.75, "unit": "ns"},
  "first_iter_violations": {"value": 18390},
  "setup_violations": {"value": 0},
  "route.final.wire_length": {"value": 1470, "unit": "mm"},
  "i_o_pins": {"value": 206},
  "cp_slowest_stage_delay": {"value": 0.49, "unit": "ns"},
  "commonest_flop": {"value": "sky130_fd_sc_hd__edfxtp_1"},
  "drv_slew": {"value": 2},
  "total_via_count_in_the_routed_design": {"value": 245216},
  "final_layout_top_logic_cell": {"value": "sky130_fd_sc_hd__inv_1"},
  "reg2regPathDepth": {"value": 22},
  "placed_cells_incl_taps": {"value": 32178},
  "clock_buffers_created_by_tritoncts": {"value": 1136},
  "yosys_cells": {"value": 18712},
  "number_of_register_pins_that_no_clock_reaches": {"value": 107},
  "chip_area": {"value": 1000000, "unit": "sq um"},
  "drt_pre_antenna_iters": {"value": 8},
  "globalRouteTotalUtil": {"value": 32.4, "unit": "%"},
  "synth.cell_area": {"value": 400000, "unit": "sq um"},
  "yosys_warnings": {"value": 2},
  "clk_pin_slew": {"value": 0.05, "unit": "ns"},
  "rsz_0062_raised_after_global_routing": {"value": "no"},
  "worstPathCellList": {"value": "clkdlybuf4s50_1"},
  "antenna_violating_nets_post_route": {"value": 0},
  "total_drc_errors_in_the_routed_layout": {"value": 0},
  "insertion_delay": {"value": 1.14, "unit": "ns"},
  "cts-root-to-sink-buffers": {"value": 5},
  "cp_num_buf_inv": {"value": 1},
  "antenna_found_initial": {"value": 148},
  "critPathKind": {"value": "flop to output port"},
  "tool_warnings": {"value": 1039},
  "critical-path-slowest-cell": {"value": "sky130_fd_sc_hd__clkdlybuf4s50_1"},
  "maxCapViolCount": {"value": 1},
  "final_layout_top_logic_cells": {"value": "sky130_fd_sc_hd__inv_1, sky130_fd_sc_hd__edfxtp_1, sky130_fd_sc_hd__mux4_2"},
  "cts-resized-gates": {"value": 0},
  "worstHoldPathType": {"value": "flop to flop"},
  "grt_max_degree": {"value": 109},
  "worst_r2r_startpoint": {"value": "CACHE.inner_tag[3][18]"},
  "cts_tree": {"value": "done"},
  "power-per-cell-area": {"value": 86.1, "unit": "nW/um^2"},
  "final_hold_viol_count": {"value": 0},
  "final_cells": {"value": 44262},
  "critPathCaptureType": {"value": "output port"},
  "irDropWorstVdd": {"value": 0.0706, "unit": "mV"},
  "synthArstFlopShare": {"value": 0, "unit": "%"},
  "worst_hold_path.endpoint": {"value": "CACHE.inner_recent[18]"},
  "hold_depth": {"value": 2},
  "timing.clock.skew": {"value": 0.257, "unit": "ns"},
  "post_cts.repair.setup_buffers": {"value": 0},
  "post_drt_via_cell_ratio": {"value": 5.54},
  "enable_flop_cells": {"value": 9760},
  "leakagePower": {"value": 199, "unit": "nW"},
  "cells_after_synthesis": {"value": 18712},
  "synth_flops": {"value": 9994},
  "timing.max_slew.rel_slack": {"value": -16.6, "unit": "%"},
  "place_congestion": {"value": 1.04},
  "hold_buffers": {"value": 0},
  "clk_root_buffer_cell": {"value": "sky130_fd_sc_hd__clkbuf_16"},
  "die_width": {"value": 1.00, "unit": "mm"},
  "drive_gt1_share": {"value": 21.8, "unit": "%"},
  "ctsHtreeMaxLevel": {"value": 7},
  "unconstrained_endpoints": {"value": 1612},
  "layout-area-overhead-vs-synth": {"value": 25.3, "unit": "%"},
  "dieHeight": {"value": 1.00, "unit": "mm"},
  "placement_rows": {"value": 366}
}
## metal layers
layer | up-vias | share of wire (%) | global-route usage (%)
met5 | - | 0.89 | 12.4
met4 | 237 | 7.3 | 21.6
met3 | 3757 | 22 | 33.1
met2 | 19858 | 44 | 41.9
met1 | 119302 | 26 | 28.4
li1 | 102062 | - | -
## sequential cells by signal (all words and copies together) (netlist names), 2 cells and up
register / count
CACHE.inner_tag: 1472
CACHE.inner_recent: 32
cache_addr: 32
CACHE.tag: 23
next_state: 3
CACHE.inner_data: 8192
state: 3
CACHE.inner_valid: 64
CACHE.inner_dirty: 64
next_word_count: 2
CACHE.dout: 32
cache_u_b_h_w: 3
word_count: 2
mem_addr_o: 30
cache_din: 32
## cells in the mapped netlist (67+ instances only)
library cell	number	area share [%]
sky130_fd_sc_hd__edfxtp_1	9760	73
sky130_fd_sc_hd__mux4_2	3122	18
sky130_fd_sc_hd__nor2_1	1011	0.95
sky130_fd_sc_hd__mux2i_1	752	1.9
sky130_fd_sc_hd__clkbuf_1	655	0.61
sky130_fd_sc_hd__nand2_1	588	0.55
sky130_fd_sc_hd__a21oi_1	496	0.62
sky130_fd_sc_hd__o22ai_1	223	0.35
sky130_fd_sc_hd__buf_2	207	0.26
sky130_fd_sc_hd__buf_1	206	0.19
sky130_fd_sc_hd__a22oi_1	175	0.33
sky130_fd_sc_hd__o21ai_0	140	0.18
sky130_fd_sc_hd__buf_4	139	0.26
sky130_fd_sc_hd__dfxtp_1	127	0.64
sky130_fd_sc_hd__dlxtn_1	107	0.40
sky130_fd_sc_hd__a31oi_1	87	0.14
sky130_fd_sc_hd__nand3_1	74	0.093
sky130_fd_sc_hd__a22o_1	67	0.15
## power by group
part           switching, mW  total (mW)  internal (mW)  leakage, nW
logic                0.00991      0.0287         0.0188         37.2
clock network           11.1        24.0           12.9         71.4
registers           0.000293        19.1           19.1         90.3
## final cells by class
type                    instances  area, sq um
clock inverters             10684        45500
inverters                      28          133
multi-input cells            7459       100000
flip-flops and latches       9994       297000
fillers                     77885       493000
diodes                        230          576
repair buffers               1449        11600
clock buffers                1170        29300
well taps                   13248        16600
## per-stage QoR
stage	worst slack, ns	utilization (%)	power, mW	hold slack, ns	cell area [sq um]
3_3_place_gp	6.26	42.8	21.8	0.431	426000
2_1_floorplan	6.66	-	21.7	0.416	400000
3_5_place_dp	6.27	42.8	21.8	0.433	426000
4_1_cts	5.06	50.3	43.7	0.439	501000
6_report	5.11	50.4	43.1	0.437	501000
5_1_grt	5.03	50.4	45.7	0.462	501000
## worst max-delay path by stage
| stage | start | end | cells past startpoint |
|---|---|---|---|
| 4_1_cts | CACHE.dout[3] | mem_data_o[3] | 1 |
| 5_1_grt | CACHE.dout[2] | data_r[2] | 1 |
| 6_report | CACHE.dout[3] | data_r[3] | 1 |
## kinds of logic (layout without fill, tap and decap cells)
logic type      count (synthesis)  in the layout  share of synthesized area [%]
buf+inv                      1260          13331                           1.42
fa+ha+maj                       9              9                         0.0275
other cells                     1            232                       0.000938
compound gates               1530           1530                           2.47
xor+xnor                       46             46                          0.101
simple gates                 1949           1949                           2.04
latches                       107            107                          0.403
flops                        9887           9887                           73.9
mux                          3923           3923                           19.6
## worst min-delay path: stages (launching register included)
cell,delay [ns]
sky130_fd_sc_hd__dfxtp_1,0.31
sky130_fd_sc_hd__nand2_1,0.05
sky130_fd_sc_hd__o31ai_1,0.05
Power figures rest on the tool's default switching activity, not on a simulated workload.
