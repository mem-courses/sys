==> ./constraint.sdc <==
current_design ExceptionUnit

set clk_period 9.2
set clk_io_pct 0.2

create_clock -name clk0 -period $clk_period [get_ports {clk}]

set non_clock_inputs [all_inputs -no_clocks]
set_input_delay [expr $clk_period * $clk_io_pct] -clock clk0 $non_clock_inputs
set_output_delay [expr $clk_period * $clk_io_pct] -clock clk0 [all_outputs]
==> ./design.v <==
`timescale 1ns / 1ps
module CSRRegs(
    input clk, rst,
    input[11:0] raddr, waddr,
    input[31:0] wdata,
    input csr_w,
    input[1:0] csr_wsc_mode,
    output[31:0] rdata,
    output[31:0] mstatus
);
    reg[31:0] CSR [0:15];
    wire raddr_valid = raddr[11:7] == 5'h6 && raddr[5:3] == 3'h0;
    wire[3:0] raddr_map = (raddr[6] << 3) + raddr[2:0];
    wire waddr_valid = waddr[11:7] == 5'h6 && waddr[5:3] == 3'h0;
    wire[3:0] waddr_map = (waddr[6] << 3) + waddr[2:0];
    assign mstatus = CSR[0];
    assign rdata = CSR[raddr_map];
    always@(posedge clk or posedge rst) begin
        if(rst) begin
			CSR[0] <= 32'h88;
			CSR[1] <= 0;
			CSR[2] <= 0;
			CSR[3] <= 0;
			CSR[4] <= 32'hfff;
			CSR[5] <= 0;
			CSR[6] <= 0;
			CSR[7] <= 0;
			CSR[8] <= 0;
			CSR[9] <= 0;
			CSR[10] <= 0;
			CSR[11] <= 0;
			CSR[12] <= 0;
			CSR[13] <= 0;
			CSR[14] <= 0;
			CSR[15] <= 0;
		end
        else if(csr_w) begin
            case(csr_wsc_mode)
                2'b01: CSR[waddr_map] = wdata;
                2'b10: CSR[waddr_map] = CSR[waddr_map] | wdata;
                2'b11: CSR[waddr_map] = CSR[waddr_map] & ~wdata;
                default: CSR[waddr_map] = wdata;
            endcase            
        end
    end
endmodule
`timescale 1ns / 1ps
module ExceptionUnit (
   input         clk,
   rst,
   input         csr_rw_in,
   input  [ 1:0] csr_wsc_mode_in,
   input         csr_w_imm_mux,
   input  [11:0] csr_rw_addr_in,
   input  [31:0] csr_w_data_reg,
   input  [ 4:0] csr_w_data_imm,
   output [31:0] csr_r_data_out,
   input interrupt,
   input illegal_inst,
   input l_access_fault,
   input s_access_fault,
   input ecall_m,
   input mret,
   input  [31:0] epc_cur,
   input  [31:0] epc_next,
   output [31:0] PC_redirect,
   output        redirect_mux,
   output reg_FD_flush,
   reg_DE_flush,
   reg_EM_flush,
   reg_MW_flush,
   output RegWrite_cancel
);
   reg [11:0] csr_raddr, csr_waddr;
   reg [31:0] csr_wdata;
   reg csr_w;
   reg [1:0] csr_wsc;
   wire [31:0] mstatus;
   CSRRegs csr (
      .clk         (clk),
      .rst         (rst),
      .csr_w       (csr_w),
      .raddr       (csr_raddr),
      .waddr       (csr_waddr),
      .wdata       (csr_wdata),
      .rdata       (csr_r_data_out),
      .mstatus     (mstatus),
      .csr_wsc_mode(csr_wsc)
   );
   parameter MSTATUS = 12'h300;
   parameter MTVEC = 12'h305;
   parameter MEPC = 12'h341;
   parameter MCAUSE = 12'h342;
   parameter MTVAL = 12'h343;
   reg [1:0] state, nstate;
   always @(posedge clk) begin
      state <= nstate;
   end
   wire Exception = illegal_inst | l_access_fault | s_access_fault | ecall_m;
   wire Interrupt = interrupt & mstatus[3];
   assign reg_MW_flush = Exception | Interrupt | (state == 2'b01);
   assign reg_EM_flush = reg_MW_flush | mret;
   assign reg_DE_flush = reg_EM_flush;
   assign reg_FD_flush = reg_DE_flush;
   assign RegWrite_cancel = Exception;
   assign PC_redirect = csr_r_data_out;
   assign redirect_mux = mret | (state == 2'b01);
   reg [31:0] epc, cause;
   always @(posedge clk) begin
      if ((state == 2'b00) & (Interrupt | Exception)) begin
         epc   <= Interrupt ? epc_next : epc_cur;
         cause <= Interrupt ? 32'h80000000 : illegal_inst ? 32'h2 : l_access_fault ? 32'h5 : s_access_fault ? 32'h7 : 32'hb;
      end
   end
   always @(*) begin
      case (state)
         2'b00: begin
            if (Exception | Interrupt) begin
               csr_waddr <= MSTATUS;
               csr_wdata <= {mstatus[31:8], mstatus[3], mstatus[6:4], 1'b0, mstatus[2:0]};
               csr_w <= 1;
               csr_wsc <= 2'b01;
               nstate <= 2'b01;
            end else if (mret) begin
               csr_raddr <= MEPC;
               csr_waddr <= MSTATUS;
               csr_wdata <= {mstatus[31:8], 1'b1, mstatus[6:4], mstatus[7], mstatus[2:0]};
               csr_w <= 1;
               csr_wsc <= 2'b01;
               nstate <= 2'b00;
            end else if (csr_rw_in) begin
               csr_raddr <= csr_rw_addr_in;
               csr_waddr <= csr_rw_addr_in;
               csr_wdata <= csr_w_imm_mux ? {27'b0, csr_w_data_imm} : csr_w_data_reg;
               csr_w <= 1;
               csr_wsc <= csr_wsc_mode_in;
               nstate <= 2'b00;
            end else begin
               csr_w  <= 0;
               nstate <= 2'b00;
            end
         end
         2'b01: begin
            csr_raddr <= MTVEC;
            csr_waddr <= MEPC;
            csr_wdata <= epc;
            csr_w <= 1;
            csr_wsc <= 2'b01;
            nstate <= 2'b10;
         end
         2'b10: begin
            csr_waddr <= MCAUSE;
            csr_wdata <= cause;
            csr_w <= 1;
            csr_wsc <= 2'b01;
            nstate <= 2'b11;
         end
         2'b11: begin
            csr_waddr <= MTVAL;
            csr_wdata <= 32'h114514;
            csr_w <= 1;
            csr_wsc <= 2'b01;
            nstate <= 2'b00;
         end
      endcase
   end
   initial begin
      state = 0;
      csr_raddr = 0;
      csr_w = 0;
   end
endmodule
==> ./run.sh <==
#!/bin/bash
# OpenROAD 26Q1-2900-gdf79404cd8, Yosys 0.63+post, stock flow scripts
make -C /OpenROAD-flow-scripts/flow DESIGN_CONFIG=/design/flow/config.mk WORK_HOME=/design/flow/orfs finish
==> ./config.mk <==
export PLATFORM = sky130hd
export DESIGN_NAME = ExceptionUnit
export DESIGN_NICKNAME = ExceptionUnit
export VERILOG_FILES = /design/flow/design.v
export SDC_FILE = /design/flow/constraint.sdc
export NUM_CORES = 4
export LEC_CHECK = 1
export CORE_UTILIZATION = 40
==> flow_metrics.tcl <==
# implementation run metrics
set metrics [dict create \
    synth_area_leader_cell "sky130_fd_sc_hd__dfrtp_1" \
    timing.max_cap.violations 0 \
    gp_congestion 1.04 \
    grt_antenna_before_repair 10 \
    layout_worst_path_cycle_share_pct 62.6 \
    worstHoldPathCells 2 \
    finalMaxSlewViolations 0 \
    capture_instance_of_the_worst_register_to_register_path "csr.CSR[6][11]$_DFFE_PP0P_" \
    floorplan.die_area_um2 81800 \
    yosys.cell_types.count 80 \
    top_cell_area_share_pct 38.6 \
    fin_worst_skew_ns 0.0348 \
    viasPerCell 6.73 \
    synth.cell_area_um2 32300 \
    cts.htree.levels 2 \
    cts_hold_buffers 0 \
    vias_in_the_first_global_route 29700 \
    area_growth_syn_to_layout_pct 12.8 \
    grt_pass1_wl_mm 212 \
    mostFrequentLayoutCell "sky130_fd_sc_hd__nor2_1" \
    cts_post_setup_buffers_inserted 0 \
    synthArstFlopShare_pct 86.3 \
    final-setup-viol-count 0 \
    fmaxAchievable_ghz 0.174 \
    cellLeakagePower_nw 14.1 \
    crit_arrival_ns 3.92 \
    synth_stat.cells 3537 \
    drtIter0Drc 3839 \
    setup_slack_ns 3.44 \
    critPathTopFamily "simple AND/OR/NAND/NOR gates" \
    timing.critical_path.depth 5 \
    worst_setup_path_end_kind "output pin" \
    number_of_cts_inserted_buffers 60 \
    core-area_um2 79400 \
    ant_nets 0 \
    number_of_logged_tool_warnings 40 \
    grt_start_max_net_pins 113 \
    yosys-stat-area_um2 32300 \
    path_common_cell "sky130_fd_sc_hd__clkdlybuf4s50_1" \
    period_minus_slack_ns 5.76 \
    overflow 0 \
    place_hpwl_mm 90.9 \
    chipHeight_um 286 \
    clk_path_buf_depth 3 \
    layout-drive-gt1-share_pct 10.4 \
    post_detailed_route_drc_marker_count 0 \
    floorplan.core_util_pct 40.6 \
    r2r-start "csr.CSR[0][3]$_DFFE_PP1P_" \
    dp_slack_ns 3.45 \
    ys_seq_elements 593 \
    flop_area_um2 14600 \
    final_cell_mix "sky130_fd_sc_hd__nor2_1 (537), sky130_fd_sc_hd__dfrtp_1 (498), sky130_fd_sc_hd__a31oi_1 (436)" \
    clkLatencyLatePin_ns 0.67 \
    crit_start "illegal_inst" \
    status "completed" \
    topCellsByArea "sky130_fd_sc_hd__dfrtp_1 (39%), sky130_fd_sc_hd__a31oi_1 (8.5%), sky130_fd_sc_hd__nor2_1 (6.3%)" \
    final_core_utilization_pct 45.8 \
    dr_total_vias 31000 \
    timing.critical_path.from_type "input pin" \
    worst_hold_startpoint "csr.CSR[4][8]$_DFFE_PP1P_" \
    syn_area_per_cell_um2 9.12 \
    design.portCount 195 \
    timing.setup.tns_ns 0 \
    floorplan.die.width_um 286 \
    path_buffers 2 \
    globalRouteTotalUtil_pct 37.2 \
    per_cell_routed_wire_length_um 31.8 \
    cellPowerDensity_nw_per_um2 278 \
    reg2reg_setup_slack_ns 5.90 \
    ys.flop_type "sky130_fd_sc_hd__dfrtp_1" \
    rsz0062_at_grt "false" \
    routed_wl_mm 147 \
    final_hold_viol_count 0 \
    hold_slack_ns 0.507 \
    irDropWorstVdd_uv 164 \
    unclocked_regs 42 \
    hold-path-endpoint "csr.CSR[4][8]$_DFFE_PP1P_" \
    unconstrained_endpoints 42 \
    worst_path_max_delay_cell "sky130_fd_sc_hd__nor4_2" \
    floorplan.rows 103 \
    r2r.worst_path.cells 8 \
    synthesis.instances 3537 \
    timing.critical_path.required_ns 7.36 \
    layout.area.comb_um2 15600 \
    nFillCells 7574 \
    cts.root.buffer_cell "sky130_fd_sc_hd__clkbuf_16" \
    number_of_enable_type_register_cells_in_the_synthesized_netlist 37 \
    kind_of_critical_path "in -> out" \
    worst-path-max-fanout 6 \
    cp_slowest_stage_delay_ns 0.61 \
    io_buffers 186 \
    worstHoldPathType "reg -> reg" \
    max-slew-margin-rel_pct 29.4 \
    total_power_draw_mw 10.1 \
    crit_path_cell_trace "clkdlybuf4s50_1 -> nor4_2 -> nand2_1 -> or2_2 -> clkdlybuf4s50_1" \
    post_cts.resized_instances 0 \
    tightestPinTransition_ns 1.06 \
    dr.pass1.iters 8 \
    cts_tree "done" \
    clkTransAtPathRegs_ns 0.06 \
    synth-warning-count 3 \
]
-- state kept, by name, summed over array words and instances (netlist names) --
name	flops
epc	32
csr_wsc	2
cause	5
state	2
csr_waddr	4
csr_wdata	32
csr.CSR	512
csr_raddr	4
-- area by class of cell --
type / instances / share of cell area [%]
clock buffers: 98 / 5.04
flip-flops and latches: 593 / 40.2
inverters: 23 / 0.248
well taps: 1050 / 3.61
multi-input cells: 2519 / 42.7
diodes: 6 / 0.0413
clock inverters: 15 / 0.440
repair buffers: 306 / 7.63
-- worst register-to-register path: stages (launching register included) --
cell	delay (ns)
sky130_fd_sc_hd__dfstp_2	0.65
sky130_fd_sc_hd__nand2_1	0.11
sky130_fd_sc_hd__buf_4	0.28
sky130_fd_sc_hd__and4_1	0.25
sky130_fd_sc_hd__buf_4	0.22
sky130_fd_sc_hd__nor3_4	0.71
sky130_fd_sc_hd__buf_4	0.67
sky130_fd_sc_hd__nor2_1	0.11
sky130_fd_sc_hd__a31oi_1	0.20
-- cell usage after synthesis, types with 8 or more instances --
cell type / number
sky130_fd_sc_hd__nor2_1: 540
sky130_fd_sc_hd__nand2b_1: 33
sky130_fd_sc_hd__a222oi_1: 30
sky130_fd_sc_hd__a32oi_1: 18
sky130_fd_sc_hd__a22o_1: 37
sky130_fd_sc_hd__mux2_2: 49
sky130_fd_sc_hd__dfstp_2: 14
sky130_fd_sc_hd__a21o_1: 25
sky130_fd_sc_hd__mux2i_1: 65
sky130_fd_sc_hd__and2_1: 13
sky130_fd_sc_hd__o32ai_1: 28
sky130_fd_sc_hd__nand2_1: 330
sky130_fd_sc_hd__inv_1: 21
sky130_fd_sc_hd__o31ai_4: 25
sky130_fd_sc_hd__o21ai_0: 154
sky130_fd_sc_hd__nor2b_1: 32
sky130_fd_sc_hd__o2bb2ai_1: 8
sky130_fd_sc_hd__o22a_1: 8
sky130_fd_sc_hd__buf_1: 16
sky130_fd_sc_hd__buf_6: 36
sky130_fd_sc_hd__a22oi_1: 176
sky130_fd_sc_hd__o221ai_1: 34
sky130_fd_sc_hd__clkbuf_1: 190
sky130_fd_sc_hd__dlxtn_1: 42
sky130_fd_sc_hd__and3_1: 40
sky130_fd_sc_hd__mux4_2: 8
sky130_fd_sc_hd__a21oi_1: 92
sky130_fd_sc_hd__nor3b_1: 61
sky130_fd_sc_hd__dfrtp_1: 498
sky130_fd_sc_hd__a221oi_1: 38
sky130_fd_sc_hd__buf_2: 95
sky130_fd_sc_hd__edfxtp_1: 37
sky130_fd_sc_hd__nor3_2: 8
sky130_fd_sc_hd__a221o_1: 9
sky130_fd_sc_hd__o21ai_1: 21
sky130_fd_sc_hd__buf_4: 61
sky130_fd_sc_hd__o32a_1: 12
sky130_fd_sc_hd__nor3_1: 8
sky130_fd_sc_hd__o22ai_1: 33
sky130_fd_sc_hd__a31oi_1: 436
sky130_fd_sc_hd__nand3_1: 39
sky130_fd_sc_hd__a211oi_1: 32
-- routing by layer --
layer / vias up / share of wire (%) / GRT usage, %
li1: 13100 / - / -
met1: 15000 / 36 / 49.4
met2: 2267 / 40 / 49.2
met3: 663 / 15 / 17.9
met4: 12 / 8.4 / 23.4
met5: - / 0.071 / 0
-- through the flow --
step	instance area (um2)	instances
6_report	36400	4610
5_1_grt	36400	4605
3_5_place_dp	34400	4491
3_3_place_gp	34400	4491
2_1_floorplan	32300	3537
4_1_cts	36400	4604
-- how the worst max path moves through the flow --
| stage | to |
|---|---|
| after global routing | reg_FD_flush |
| final | reg_EM_flush |
| after CTS | reg_DE_flush |
-- report_power, final --
group | total [mW] | leakage (nW) | switching [mW] | internal (mW)
logic | 3.64 | 6.40 | 2.18 | 1.46
registers | 3.97 | 6.69 | 0.760 | 3.21
clock network | 2.49 | 0.984 | 1.06 | 1.44
total | 10.1 | 14.1 | 3.99 | 6.11
-- cell families (layout without fill, tap and decap cells) --
| group | count (synthesis) | in the layout | synth area share, % |
|---|---|---|---|
| other | 0 | 6 | 0 |
| and+or+nand+nor | 1139 | 1139 | 15.7 |
| latches | 42 | 42 | 1.96 |
| adders and majority gates | 5 | 5 | 0.194 |
| DFF | 551 | 551 | 43.3 |
| buffers and inverters | 425 | 442 | 6.88 |
| muxes | 123 | 123 | 4.37 |
| AOI/OAI and AO/OA | 1252 | 1252 | 27.6 |
Power is estimated from default activity; no workload was simulated.
